<file path="design/flow/constraint.sdc">
current_design uart_top

set clk_period 4.8
set clk_io_pct 0.2

create_clock -name clk0 -period $clk_period [get_ports {clk}]

set non_clock_inputs [all_inputs -no_clocks]
set_input_delay [expr $clk_period * $clk_io_pct] -clock clk0 $non_clock_inputs
set_output_delay [expr $clk_period * $clk_io_pct] -clock clk0 [all_outputs]
</file>
<file path="design/flow/design.v">
`timescale 1ns / 1ps
module baudGenerator #(  parameter CLK_FREQ  = 25000000,
                                  BAUD_RATE = 19200,
                                  WIDTH	   = 8 ) 
                      ( input clk, 
                        input reset, 
                        output max_tick
                      );
  parameter DVSR = CLK_FREQ/(16*BAUD_RATE);	 
  reg [WIDTH-1:0] count;
  always @(posedge clk, negedge reset)
		begin
			if(!reset)
				count <= {WIDTH{1'b0}};
          	else if(count == DVSR)
          		count <= {WIDTH{1'b0}};
          	else
              count <= count + 1;
		end
  assign max_tick = (count == DVSR)? 1'b1 : 1'b0; 
endmodule
`timescale 1ns / 1ps
module fifo_buf #(parameter 	WIDTH = 8,
				DEPTH = 8) 
                (input  clk, 
                 input  reset, 
                 input  wr_en, 
                 input  rd_en,  
                 output full, 
                 output empty, 
                 output not_empty,
                 input  [WIDTH-1:0] w_data, 
                 output [WIDTH-1:0] r_data);
  	reg [WIDTH-1:0] r_data;
	reg [WIDTH-1:0] mem [DEPTH-1:0]; 
	reg [$clog2(DEPTH):0] rd_ptr, wr_ptr; 		 
	integer i;
	always @(posedge clk, negedge reset)
		begin
			if(!reset)
				begin
					r_data <= 0;
				end
			else if(rd_en && (!empty)) 
				begin
					r_data <= mem[rd_ptr];
				end
		end
	always @(posedge clk, negedge reset)
		begin
			if(!reset)
				begin
					for(i=0; i<8; i=i+1)
						mem[i] <= 0;
				end
			else if(wr_en && (!full)) 
				begin
					mem[wr_ptr] <= w_data;
				end
		end
	always @(posedge clk, negedge reset)
		begin
			if(!reset)
				begin
					rd_ptr <= 0;
					wr_ptr <= 0;
				end
			else
				begin
					if(rd_en && (!empty))
						rd_ptr <= rd_ptr + 1;
					if(wr_en && (!full))
						wr_ptr <= wr_ptr + 1;
				end
		end
	assign full  = ((wr_ptr[$clog2(DEPTH)] != rd_ptr[$clog2(DEPTH)]) &&(wr_ptr[$clog2(DEPTH)-1:0] == rd_ptr[$clog2(DEPTH)-1:0]))? 1'b1 : 1'b0;
	assign empty = (wr_ptr == rd_ptr)? 1'b1 : 1'b0;
	assign not_empty = ~empty;
endmodule
`timescale 1ns / 1ps
module uart_rcvr #( parameter W = 8 )
                  (  input clk, 
                     input reset, 
                     input s_tick, 
                     input rx, 
                     input rd_uart, 
                     output [W-1:0] r_data, 
                     output rx_empty, 
                     output rx_full );
	wire [W-1:0]rx_dout;
	wire rx_done_tick;
	uart_rx UART_RX (	.clk(clk), 
						.reset(reset), 
						.rx(rx), 
						.s_tick(s_tick), 
						.rx_done_tick(rx_done_tick), 
						.dout(rx_dout)
					 );
	fifo_buf FIFO_RX (	.clk(clk), 
						.reset(reset), 
						.wr_en(rx_done_tick), 
						.rd_en(rd_uart), 
						.w_data(rx_dout), 
						.r_data(r_data), 
						.full(rx_full), 
						.empty(rx_empty),
						.not_empty()
					 );
endmodule
`timescale 1ns / 1ps
module uart_rx #(parameter DBIT = 8,
			                    SB_TICK = 16 )
               (  input clk, 
                  input reset, 
                  input rx, 
                  input s_tick, 
                  output rx_done_tick, 
                  output [7:0] dout );
	reg rx_done_tick;
	parameter [1:0] IDLE  = 2'b00,
					        START = 2'b01,
					        DATA  = 2'b10,
					        STOP  = 2'b11;	
	reg [1:0] cur_state, next_state;
	reg [7:0] b_reg, b_next;
	reg [2:0] n_reg, n_next;
	reg [3:0] s_reg, s_next;
	always @(posedge clk, negedge reset)
		begin
			if(!reset)
				begin
					cur_state <= IDLE;
					b_reg	<= 0;
					n_reg	<= 0;
					s_reg 	<= 0;
				end
			else
				begin
					cur_state <= next_state;
					b_reg <= b_next;
					n_reg <= n_next;
					s_reg <= s_next;
				end
		end
	always @(*)
		begin
			next_state = cur_state;
			rx_done_tick = 1'b0;
			s_next = s_reg;
			n_next = n_reg;
			b_next = b_reg;
			case(cur_state)
				IDLE	: begin 
							if(rx == 1'b0)
								begin
									next_state = START;
									s_next = 0;
								end
						  end
				START	: begin
							if(s_tick) 
								if(s_reg == 7)
									begin
										next_state = DATA;
										s_next = 0;
										n_next = 0;
									end
								else
									s_next = s_reg + 1;
						 end
				DATA	: begin
							if(s_tick)
								if(s_reg == 15)
									begin
										s_next = 0;
										b_next = {rx, b_reg[7:1]};
										if(n_reg == (DBIT-1))
											next_state = STOP;
										else
											n_next = n_reg + 1;
									end
								else
									s_next = s_reg + 1;
						 end
				STOP	: begin
							if(s_tick)
								if(s_reg == (SB_TICK-1))
									begin
										next_state = IDLE;
										rx_done_tick = 1'b1;
									end
								else
									s_next = s_reg + 1;
						  end
			endcase
		end
	assign dout = b_reg;
endmodule
`timescale 1ns / 1ps
module uart_top #(	parameter WIDTH = 8,
			                        BR = 115200,
  			                      CLK_FQ = 25000000)
                (  input clk, 
                   input reset,
                   input rd_uart, 
                   input wr_uart,
                   input rx,
                   input [WIDTH-1:0] w_data,
                   output [WIDTH-1:0] r_data,
                   output tx,
                   output rx_fifo_full, 
                   output rx_fifo_empty, 
                   output tx_fifo_full );
	wire tick;
  	baudGenerator #(.BAUD_RATE(BR),
                  	.CLK_FREQ(CLK_FQ),
                  	.WIDTH(WIDTH)
                   )  
  		   BAUD_GEN (	.clk(clk), 
				.reset(reset), 
				.max_tick(tick)
			 );
 	 uart_rcvr UART_RCVR (	.clk(clk), 
				.reset(reset), 
				.s_tick(tick), 
				.rx(rx), 
				.rd_uart(rd_uart), 
				.r_data(r_data),
				.rx_empty(rx_fifo_empty), 
				.rx_full(rx_fifo_full)
                        );
	uart_txmt UART_TXMT	(	.clk(clk), 
					.reset(reset), 
					.s_tick(tick), 
					.w_data(w_data), 
					.wr_uart(wr_uart), 
					.tx(tx), 
					.tx_full(tx_fifo_full)
				);
endmodule
`timescale 1ns / 1ps
module uart_tx #(parameter DBIT = 8,  
                           SB_TICK = 16)  
                (  input clk, 
                   input reset, 
                   input tx_start, 
                   input s_tick, 
                   input [7:0] din, 
                   output tx_done_tick, 
                   output tx );
	parameter [1:0] IDLE  = 2'b00,
					      START = 2'b01,
					      DATA  = 2'b10,
					      STOP  = 2'b11;
	reg [1:0] cur_state, next_state;
	reg [7:0] b_reg, b_next;
	reg [2:0] n_reg, n_next;
	reg [3:0] s_reg, s_next;
	reg tx_reg, tx_next;
  	reg tx_done_tick_reg, tx_done_tick_reg_next;
	always @(posedge clk, negedge reset)
		begin
			if(!reset)
				begin
					cur_state <= IDLE;
					b_reg	<= 0;
					n_reg	<= 0;
					s_reg 	<= 0;
					tx_reg  <= 1'b1;
                  	tx_done_tick_reg <= 1'b0;
				end
			else
				begin
					cur_state <= next_state;
					b_reg <= b_next;
					n_reg <= n_next;
					s_reg <= s_next;
					tx_reg <= tx_next;
					tx_done_tick_reg <= tx_done_tick_reg_next;
				end
		end
	always @(*)
		begin
			next_state = cur_state;
			tx_done_tick_reg_next = 1'b0;
			s_next = s_reg;
			n_next = n_reg;
			b_next = b_reg;
			tx_next = tx_reg;
			case(cur_state)
				IDLE	: begin 
							if(tx_start)
								begin
									next_state = START;
									s_next = 0;
								end
						  end
				START	: begin
							tx_next = 1'b0;
                  			if(s_tick) begin
								if(s_reg == 15)
									begin
                                      	b_next = din;
										next_state = DATA;
										s_next = 0;
										n_next = 0;
									end
								else
									s_next = s_reg + 1;
                            end
						 end
				DATA	: begin
							tx_next = b_reg[0];
                  			if(s_tick) begin
								if(s_reg == 15)
									begin
										s_next = 0;
										b_next = b_reg >> 1;
										if(n_reg == (DBIT-1))
											next_state = STOP;
										else
											n_next = n_reg + 1;
									end
								else
									s_next = s_reg + 1;
                            end
						 end
				STOP	: begin
							tx_next = 1'b1; 
                  			if(s_tick) begin
								if(s_reg == (SB_TICK-1))
									begin
										next_state = IDLE;
										tx_done_tick_reg_next = 1'b1;
									end
								else
									s_next = s_reg + 1;
                  			end
						  end
			endcase
		end	
  assign tx = tx_reg;
  assign tx_done_tick = ((reset!=0)&&(cur_state==IDLE))? 1'b1 : tx_done_tick_reg;
endmodule
`timescale 1ns / 1ps
module uart_txmt #(parameter 	WIDTH = 8, 
				                      DBIT = 8,			 
                              SB_TICK = 16)  
                  (  input clk, 
                     input reset, 
                     input s_tick, 
                     input [WIDTH-1:0] w_data, 
                     input wr_uart, 
                     output tx, 
                     output tx_full );
	wire [WIDTH-1:0]tx_din;
	wire tx_done_tick, tx_empty;
	wire tx_fifo_not_empty;  
	fifo_buf FIFO_TX ( .clk(clk), 
						.reset(reset), 
						.wr_en(wr_uart), 
						.rd_en(tx_done_tick), 
						.w_data(w_data), 
						.r_data(tx_din), 
						.full(tx_full), 
						.empty(),
						.not_empty(tx_fifo_not_empty)
					);
	uart_tx  #( 
				.DBIT(DBIT),			 
				.SB_TICK(SB_TICK)    
			  )
			UART_TX( 	.clk(clk), 
						.reset(reset), 
						.tx_start(tx_fifo_not_empty), 
						.s_tick(s_tick), 
						.din(tx_din), 
						.tx_done_tick(tx_done_tick), 
						.tx(tx)
					);
endmodule
</file>
<file path="design/flow/config.mk">
export PLATFORM = sky130hd
export DESIGN_NAME = uart_top
export DESIGN_NICKNAME = uart_top
export VERILOG_FILES = /design/flow/design.v
export SDC_FILE = /design/flow/constraint.sdc
export NUM_CORES = 4
export LEC_CHECK = 1
export CORE_UTILIZATION = 30
</file>
<file path="design/flow/run.sh">
#!/bin/bash
# OpenROAD 26Q1-2900-gdf79404cd8, Yosys 0.63+post, stock flow scripts
make -C /OpenROAD-flow-scripts/flow DESIGN_CONFIG=/design/flow/config.mk WORK_HOME=/design/flow/orfs finish
</file>
==> out/results.txt <==
Run status -> completed
Layout cells sized above 1 -> 26.4%
Post-route minimum period -> 3.23 ns
Number of cells in the finished layout apart from fillers -> 1197
Number of H-tree branching levels -> 1
Placed instance count -> 1158
Pin slew with the least headroom to its limit -> 0.791 ns
Ports placed on the boundary -> 25
Library cell used as clock root buffer -> sky130_fd_sc_hd__clkbuf_16
Peak supply drop -> 0.304 mV
Synthesized flop and latch total -> 208
Most used logic cell in the final layout -> sky130_fd_sc_hd__dfrtp_1
Number of distinct library cells after synthesis -> 57
Clock-pin slew on the worst setup and hold paths -> 0.06 ns
Post-cts gate resize count -> 0
Number of antenna violations at the first check in global routing -> 0
RSZ-0062 raised after global routing -> false
Data arrival time of the critical path -> 2.27 ns
Type of the most critical hold path -> in -> async
IO Port Bufs -> 24
Avg Synthesized Cell Area -> 12.5 sq um
Max Clock Skew -> 0.0242 ns
Remaining DRCs -> 0
Syn Std Cell Area -> 0.00958 sq mm
Antenna Diode Count -> 0
OpenROAD warning count -> 42
Drt wl/cell -> 15.6 um
Total of hold buffers inserted after clock tree synthesis -> 0
Total leakage power -> 4.90 nW
Die width -> 181 um
Count of clock tree sinks -> 208
CTS Buf Count -> 22
Effective utilization at floorplan -> 30.4%
Overall routed net length -> 18700 um
Post-synth EDFFs -> 0
Core Box Area -> 0.0315 sq mm
Largest registers ranked by flip-flop count -> UART_RCVR.FIFO_RX.mem: 64 flops, UART_TXMT.FIFO_TX.mem: 64 flops
Sequential fraction of the synthesis area -> 54.4%
Via density -> 4.94
Die outline area -> 0.0327 sq mm
Fraction of post-synthesis cell area in the top cell type by area -> 53.5%
Setup-failing EPs final -> 0
Dominant Register Cell -> sky130_fd_sc_hd__dfrtp_1
WP data required -> 3.84 ns
Detailed placement HPWL -> 12100 um
Drt first-iter violations -> 334
Number of filler cells placed in the layout -> 3028
Hold violation total from the final report -> 0
Pre-antenna DRT Iters -> 7
Type of destination of the critical path -> output port
Clock tree from TritonCTS -> yes
Final total power -> 5.10 mW
Worst setup path category -> reg -> out
Worst r2r path cells -> 4
Sum of negative setup slack -> 0 ns
Crit Reg-Reg Startpoint -> UART_TXMT.FIFO_TX.rd_ptr[2]
Cell Pwr Density -> 464 mW/mm^2
FFs w/ async S/R, synth -> 100%
Remaining Overflow, GRT -> 0
Total vias in the final route -> 5909
CP Max Fanout -> 18
Vert. Die Dim -> 181 um
Total cells reported by yosys after synthesis -> 768
Fmax -> 310 MHz
Synthesis area per yosys -> 0.00958 sq mm
Final count of pins violating max slew -> 0
YS warnings -> 5
Worst-case headroom to the max-slew limit -> 46.5%
Cell type contributing the most total cell area after synthesis -> sky130_fd_sc_hd__dfrtp_1
Worst-skew pair later-pin latency -> 0.51 ns
Setup slack after placement -> 1.86 ns
Reg2reg end -> UART_TXMT.FIFO_TX.rd_ptr[1]
Syn Inst Count -> 768
Largest buffer count on any clock path -> 3
Worst reg-to-reg setup slack -> 2.14 ns
Area growth, synth to finish -> 14.8%
GRT Util Overall -> 12.2%
Most instantiated logic cells after routing -> sky130_fd_sc_hd__dfrtp_1, sky130_fd_sc_hd__mux2_2, sky130_fd_sc_hd__nand2_1, sky130_fd_sc_hd__o21ai_0, sky130_fd_sc_hd__ha_1
Number of maximum-capacitance constraint violations -> 0
Global-route wire length before repair -> 31800 um
Top cells by area, synth -> sky130_fd_sc_hd__dfrtp_1, sky130_fd_sc_hd__mux2_2, sky130_fd_sc_hd__ha_1
Via count of the first global-routing pass -> 5977
Gp weighted congestion -> 0.793
Portion of the clock cycle consumed by the worst path in the final layout -> 67.3%
Largest net degree at the start of global routing -> 61
Final-layout worst hold slack -> 0.417 ns
Setup crit start kind -> flip-flop
Std cell rows -> 65
Worst Setup Slack, final -> 1.57 ns
# Post-CTS Setup Buffers -> 0
Residual antenna-violating net count after detailed routing -> 0
routing by layer:
metal | vias to the layer above | share of wire, % | track usage (%)
li1 | 2826 | - | -
met4 | 0 | 2.0 | 2.22
met5 | - | 0 | 0
met3 | 25 | 4.8 | 2.59
met2 | 100 | 44 | 18.0
met1 | 2958 | 49 | 19.2
cells in the mapped netlist, types with 3 or more instances:
cell and instances:
sky130_fd_sc_hd__a21o_1 3, sky130_fd_sc_hd__a21oi_1 11, sky130_fd_sc_hd__a221o_1 7, sky130_fd_sc_hd__a221oi_1 11, sky130_fd_sc_hd__a222oi_1 19, sky130_fd_sc_hd__a22o_1 6
sky130_fd_sc_hd__a22oi_1 4, sky130_fd_sc_hd__and2_1 5, sky130_fd_sc_hd__and3_1 8, sky130_fd_sc_hd__buf_1 10, sky130_fd_sc_hd__buf_2 11, sky130_fd_sc_hd__clkbuf_1 19
sky130_fd_sc_hd__dfrtp_1 205, sky130_fd_sc_hd__dfstp_2 3, sky130_fd_sc_hd__ha_1 32, sky130_fd_sc_hd__inv_1 20, sky130_fd_sc_hd__mux2_2 146, sky130_fd_sc_hd__mux2i_1 8
sky130_fd_sc_hd__nand2_1 69, sky130_fd_sc_hd__nand2_2 8, sky130_fd_sc_hd__nand2b_1 7, sky130_fd_sc_hd__nand3_1 13, sky130_fd_sc_hd__nand4_1 4, sky130_fd_sc_hd__nor2_1 16
sky130_fd_sc_hd__nor3_1 4, sky130_fd_sc_hd__nor4_1 4, sky130_fd_sc_hd__nor4_4 3, sky130_fd_sc_hd__o21ai_0 47, sky130_fd_sc_hd__o22ai_1 8, sky130_fd_sc_hd__o31ai_1 6
sky130_fd_sc_hd__xnor2_1 13, sky130_fd_sc_hd__xor2_1 9
critical path: stages (launching register included):
cell                              delay, ns
sky130_fd_sc_hd__dfrtp_1               0.72
sky130_fd_sc_hd__xor2_1                0.23
sky130_fd_sc_hd__nor4_2                0.30
sky130_fd_sc_hd__clkdlybuf4s50_1       0.53
how the worst max path moves through the flow:
| stage | start | cells after the start | slack (ns) | end |
|---|---|---|---|---|
| CTS | UART_TXMT.FIFO_TX.rd_ptr[2] | 3 | 1.51 | tx_fifo_full |
| global route | UART_TXMT.FIFO_TX.rd_ptr[2] | 3 | 1.40 | tx_fifo_full |
| finish | UART_TXMT.FIFO_TX.rd_ptr[2] | 3 | 1.57 | tx_fifo_full |
logic make-up after synthesis:
family	Yosys count	share of synthesized area [%]
flops	208	54.4
simple gates	158	8.97
mux	156	18.2
compound gates	131	9.69
buf+inv	61	2.55
fa+ha+maj	32	4.18
xor+xnor	22	2.01
final cells by class:
cell class / instances / area [sq um] / share of cell area (%)
flip-flops and latches: 208 / 5210 / 47.3
inverters: 20 / 75.1 / 0.682
well taps: 402 / 503 / 4.57
repair buffers: 29 / 282 / 2.56
clock inverters: 7 / 146 / 1.33
multi-input cells: 499 / 4130 / 37.5
clock buffers: 32 / 658 / 5.98
stage by stage:
| step | cell area [sq um] | util, % |
|---|---|---|
| finish | 11000 | 35.0 |
| global route | 11000 | 35.0 |
| CTS | 11000 | 35.0 |
| detailed placement | 10200 | 32.4 |
| global placement | 10200 | 32.4 |
| floorplan | 9580 | - |
power by group:
part / internal, mW / switching, mW
logic: 0.494 / 0.492
registers: 2.08 / 0.194
clock network: 1.17 / 0.684
Power and IR drop assume default switching activity.
